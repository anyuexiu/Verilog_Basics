`/design/flow/design.v`:
```
module Debounce_module (
	in_up,
	in_down,
	clk,
	rst_n,
	out_up,
	out_down,
);
input			clk,rst_n;
input			in_up,in_down;
output		out_up,out_down;
reg					rst_in;
reg	[20:0]		count;
always @ (posedge clk)
begin
	rst_in <= (!in_up)&(!in_down)&rst_n;
	if(!rst_in)
		count <= 21'd0;
	else if(count[20])
		count <= count;
	else
		count <= count + 1;
end
assign out_up = (count[20])?in_up:1'b0;
assign out_down = (count[20])?in_down:1'b0;
endmodule
module Key_Debounce_module (
    in_key,
    clk,
    rst_n,
    out_unit_pulse_key_down,
    out_unit_pulse_key_up,
);
input			clk,rst_n;
input			in_key;
output		out_unit_pulse_key_up;
output 		out_unit_pulse_key_down;
wire U_Key_Unit_Pulse_OUT_out_unit_pulse_key_up;
wire U_Key_Unit_Pulse_OUT_out_unit_pulse_key_down;
Key_Unit_Pulse U_Key_Unit_Pulse(
    .in_key(in_key),
    .clk(clk),
    .rst_n(rst_n),
    .out_unit_pulse_key_up(U_Key_Unit_Pulse_OUT_out_unit_pulse_key_up),
    .out_unit_pulse_key_down(U_Key_Unit_Pulse_OUT_out_unit_pulse_key_down),
);
Debounce_module U_Debounce_module(
	.in_up(U_Key_Unit_Pulse_OUT_out_unit_pulse_key_up),
	.in_down(U_Key_Unit_Pulse_OUT_out_unit_pulse_key_down),
	.clk(clk),
	.rst_n(rst_n),
	.out_up(out_unit_pulse_key_up),
	.out_down(out_unit_pulse_key_down),
);
endmodule
module Key_Unit_Pulse (
    in_key,
    clk,
    rst_n,
    out_unit_pulse_key_up,
    out_unit_pulse_key_down,
);
input			clk,rst_n;
input			in_key;
output		out_unit_pulse_key_up;
output 		out_unit_pulse_key_down;
reg key_1,key_2,key_3;
always @ (posedge clk or negedge rst_n)
begin
	if(!rst_n)
	begin
		key_1 <= 1'b1;
		key_2 <= 1'b1;
		key_2 <= 1'b1;
	end
	else
	begin
		key_1 <= in_key;
		key_2 <= key_1;
		key_3 <= key_2;
	end
end
assign out_unit_pulse_key_down = (~key_3)&(key_2);
assign out_unit_pulse_key_up = (key_3)&(~key_2);
endmodule
```
`/design/flow/run.sh`:
```
#!/bin/bash
# OpenROAD 26Q1-2900-gdf79404cd8, Yosys 0.63+post, stock flow scripts
make -C /OpenROAD-flow-scripts/flow DESIGN_CONFIG=/design/flow/config.mk WORK_HOME=/design/flow/orfs finish
```
`/design/flow/config.mk`:
```
export PLATFORM = sky130hd
export DESIGN_NAME = Key_Debounce_module
export DESIGN_NICKNAME = Key_Debounce_module
export VERILOG_FILES = /design/flow/design.v
export SDC_FILE = /design/flow/constraint.sdc
export NUM_CORES = 4
export LEC_CHECK = 1
export CORE_AREA = 10 10 93 93
export DIE_AREA = 0 0 103 103
```
`/design/flow/constraint.sdc`:
```
current_design Key_Debounce_module

set clk_period 3.5
set clk_io_pct 0.2

create_clock -name clk0 -period $clk_period [get_ports {clk}]

set non_clock_inputs [all_inputs -no_clocks]
set_input_delay [expr $clk_period * $clk_io_pct] -clock clk0 $non_clock_inputs
set_output_delay [expr $clk_period * $clk_io_pct] -clock clk0 [all_outputs]
```
==> notes.md <==
• completed — status
• 3 — CP Max Fanout
• 0.604 ns — worst-margin pin slew
• 1 — number of synthesized flops with an enable pin
• inv_1 > ha_1 > and2_1 > clkdlybuf4s50_1 — critical path cell sequence
• 2.80 ns — endpoint required time on the critical path
• 2.26 ns — final critical delay including setup and external delays
• 8.00% — FFs w/ async S/R, synth
• output pin — CP endpoint kind
• 8.12% — synthesized-area fraction occupied by ao, oa, aoi and oai cells
• flip-flops — category of cells accounting for the largest share of critical-path delay
• 62.0% — Sequential Power Share
• 35.0% — fraction of power consumed by the clock network
• flip-flop — Worst setup SP type
• sky130_fd_sc_hd__dfstp_2 — slowest library cell on the worst path
• 3 — clock buffers created by TritonCTS
• 4.89% — met1 global-route usage
• 0 — number of hold violations in the final report
• 372 nW/um^2 — Pwr Density
• 5 — worst-case reg-to-reg path depth
• 25 — number of flip-flops and latches in the synthesized netlist
• 1.77 mm — total routed wirelength
• 0 — remaining antenna violation count
• 0.00341 ns — worst setup skew after layout
• 119 — # Cells Yosys
• 0.55 ns — delay of the slowest critical-path stage
• 0.377 mW — Power Internal
• 29.0% — yosys simple share
• 0 — max-cap violation count
• 0 — instance count along the most critical hold path
• flip-flop to flip-flop — worst min-delay path category
• 1110 um^2 — chip area from the yosys synthesis statistics
• 30 — number of placement rows
• 0 — Final setup violation count
• 59.7% — worst rel slew slack
• 1110 um^2 — combined area of all synthesized cells
• 0 ns — setup TNS after final layout
• 742 — number of global-route vias before repair
• 2 — Critical path buffers and inverters
• 0 — count of hold-fix buffers inserted at cts
• out_unit_pulse_key_up — capture point of the critical path
• 1.60 ns — internal reg-to-reg setup slack
• 3.24 mm — first-pass GRT wire length
• 8.68% — synthesized-area fraction occupied by xor and xnor cells
• 0.442 GHz — f_max
• 47.1% — register area share after synthesis
• 0.478 mW — post-layout total power
• 10,600 um^2 — area of the die
• 103 um — die height
• sky130_fd_sc_hd__clkbuf_8 — master cell of the clock root buffer
• 0 — final-report max-slew violation count
• 3.77 — via density per instance
• no — unrepaired setup endpoints after global routing
• 0.09 ns — register clock-pin slew on the reported worst setup and hold paths
• 204 — post-route non-filler standard cell count
• met2 — global route hottest layer
• 103 um — die boundary width
• 9.68% — fraction of final layout cells with drive strength greater than 1
• 25 — number of sinks driven by the clock tree
• 213 uV — peak supply drop
• flip-flop to output pin — critical path start-end classification
• 15.7% — layout overhead on the synthesized area
• 0 — DRC Markers
• built — CTS tree
• 4 — number of buffer cells added on primary ports
• 4 — iteration count of the initial detailed-routing pass
• 1 — maximum level of the CTS H-tree
• sky130_fd_sc_hd__dfxtp_1 — Most common reg cell
• 0 — final antenna diode count
• 0 — total congestion overflow after global routing
• 0 — count of buffers added by post-CTS timing repair for setup
• 200 — total placed cells including tap cells
• 3.57% — overall fraction of global-route tracks in use
• 0.425 nW — Static Leakage
• 3.1% — portion of total power attributed to combinational logic
• 0 — post-cts gate resize count
• 15 — Detailed Route Iter0 Violations
• 3.38% — adder-cell share of the synthesized area
• 5.70% — GR Util met2
• 64.7% — cycle use final
• 21.0% — switching share of total power
• 6760 um^2 — total core area
• U_Debounce_module.count[18] — Reg2Reg Capture Point
• 4 — logic depth of the worst path, buffers included
• 21 — largest net degree at the start of global routing
• 1.25 mm — half-perimeter wire length of the detailed placement result
• 770 — vias after detailed routing
• 1.56 ns — data arrival time of the critical path
• 26 — tool warning count
• U_Debounce_module.count[0] — startpoint of the worst register-to-register path
• 9.33 um^2 — average cell area after synthesis
• 5 — top-level I/O count
• 0.745% — GR met3 Demand/Resource
• 0.100 mW — switching power of the nets
• 16.4% — FP Core Util
• 0.824 — GPL Wtd Cong
• simple AND/OR/NAND/NOR gates — dominant kind of combinational cell
• 0 — number of antenna violations at the first check in global routing
• 32 — number of library cell types mapped by synthesis
• 0.902% — area fraction in mux cells
• 8.69 um — routed length per instance
• 2 — buffers from clock root to sink, at most
• 747 — # fillers
• 2 — Yosys warning total
• U_Key_Unit_Pulse.key_2 — CP startpoint
• 119 — Mapped Cells
• 0.26 ns — Worst-Skew Late Latency
[Yosys cell counts (3+ instances only)]
library cell	instances	area [um^2]
sky130_fd_sc_hd__nor2_1	12	45.0
sky130_fd_sc_hd__a21oi_1	8	40.0
sky130_fd_sc_hd__inv_1	5	18.8
sky130_fd_sc_hd__nand2_1	7	26.3
sky130_fd_sc_hd__xnor2_1	4	35.0
sky130_fd_sc_hd__nand3_1	5	25.0
sky130_fd_sc_hd__o21ai_0	7	35.0
sky130_fd_sc_hd__xor2_1	7	61.3
sky130_fd_sc_hd__nand4_1	4	25.0
sky130_fd_sc_hd__or3_1	8	50.1
sky130_fd_sc_hd__ha_1	3	37.5
sky130_fd_sc_hd__dfxtp_1	22	440
sky130_fd_sc_hd__and2_1	4	25.0
[metrics by stage]
step	worst slack [ns]	instance area, um^2	utilization (%)	hold slack [ns]
floorplan	1.82	1110	-	0.345
global placement	1.54	1240	18.3	0.346
detailed placement	1.52	1240	18.3	0.347
CTS	1.21	1280	19.0	0.360
global route	1.15	1280	19.0	0.364
finish	1.24	1280	19.0	0.359
[registers in the layout (all words and copies together), names as in the netlist]
name	cells
U_Key_Unit_Pulse.key_3	1
U_Key_Unit_Pulse.key_1	1
U_Key_Unit_Pulse.key_2	1
U_Debounce_module.rst_in	1
U_Debounce_module.count	21
[how the worst min path moves through the flow]
stage	end	slack (ns)	startpoint
4_1_cts	U_Key_Unit_Pulse.key_2	0.36	U_Key_Unit_Pulse.key_1
6_report	U_Key_Unit_Pulse.key_2	0.36	U_Key_Unit_Pulse.key_1
5_1_grt	U_Key_Unit_Pulse.key_2	0.36	U_Key_Unit_Pulse.key_1
[layout make-up]
class | instances | area (um^2) | share of cell area, %
Sequential cell | 25 | 523 | 40.7
Clock buffer | 3 | 41.3 | 3.22
Multi-Input combinational cell | 86 | 556 | 43.3
Inverter | 5 | 18.8 | 1.46
Timing Repair Buffer | 4 | 40.0 | 3.12
Clock inverter | 1 | 5.00 | 0.390
Tap cell | 80 | 100 | 7.80
[cell families (layout without fill, tap and decap cells)]
kind of cell	Yosys count	in the layout
adder cells (fa/ha/maj)	3	3
XOR/XNOR	11	11
multiplexers	1	1
AND/OR/NAND/NOR	54	54
buffers and inverters	8	13
AND-OR/OR-AND	17	17
flip-flops	25	25
[layer usage]
metal	up-vias	part of all wire, %
met2	2	45
li1	424	-
met1	342	51
met4	0	1.1
met3	2	2.2
met5	-	0
[cell usage in the layout, fill, tap and decap left out, types with 2 or more instances in the layout]
cell type / n
sky130_fd_sc_hd__clkdlybuf4s50_1: 4
sky130_fd_sc_hd__nor4_1: 2
sky130_fd_sc_hd__ha_1: 3
sky130_fd_sc_hd__inv_1: 5
sky130_fd_sc_hd__xnor2_1: 4
sky130_fd_sc_hd__nor3_1: 2
sky130_fd_sc_hd__or3_1: 8
sky130_fd_sc_hd__nand3_1: 5
sky130_fd_sc_hd__xor2_1: 7
sky130_fd_sc_hd__dfstp_2: 2
sky130_fd_sc_hd__clkbuf_8: 3
sky130_fd_sc_hd__nor2_1: 12
sky130_fd_sc_hd__a21oi_1: 8
sky130_fd_sc_hd__nand2_1: 7
sky130_fd_sc_hd__dfxtp_1: 22
sky130_fd_sc_hd__nand4_1: 4
sky130_fd_sc_hd__and2_1: 4
sky130_fd_sc_hd__o21ai_0: 7
[power by group through the flow]
stage | logic [mW] | clock network [mW] | registers (mW)
after CTS | 0.0152 | 0.176 | 0.296
after global routing | 0.0170 | 0.189 | 0.297
final | 0.0146 | 0.167 | 0.296
Power figures rest on the tool's default switching activity, not on a simulated workload.
